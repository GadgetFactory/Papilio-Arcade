==> /design/flow/design.v <==
`timescale 100 ps / 10 ps
module dac(DACout, DACin, Clk, Reset);
output DACout;  
reg DACout;  
input [4:0] DACin;  
input Clk;
input Reset;
reg [4+2:0] DeltaAdder;  
reg [4+2:0] SigmaAdder;  
reg [4+2:0] SigmaLatch;  
reg [4+2:0] DeltaB;  
always @(SigmaLatch) DeltaB = {SigmaLatch[4+2], SigmaLatch[4+2]} << (4+1);
always @(DACin or DeltaB) DeltaAdder = DACin + DeltaB;
always @(DeltaAdder or SigmaLatch) SigmaAdder = DeltaAdder + SigmaLatch;
always @(posedge Clk or posedge Reset)
begin
	if(Reset)
	begin
		SigmaLatch <= 1'b1 << (4+1);
		DACout <= 1'b0;
	end
	else
	begin
		SigmaLatch <= SigmaAdder;
		DACout <= SigmaLatch[4+2];
	end
end
endmodule
==> /design/flow/run.sh <==
#!/bin/bash
# OpenROAD 26Q1-2900-gdf79404cd8, Yosys 0.63+post, stock flow scripts
make -C /OpenROAD-flow-scripts/flow DESIGN_CONFIG=/design/flow/config.mk WORK_HOME=/design/flow/orfs finish
==> /design/flow/config.mk <==
export PLATFORM = sky130hd
export DESIGN_NAME = dac
export DESIGN_NICKNAME = dac
export VERILOG_FILES = /design/flow/design.v
export SDC_FILE = /design/flow/constraint.sdc
export NUM_CORES = 4
export LEC_CHECK = 1
export CORE_AREA = 10 10 72 72
export DIE_AREA = 0 0 82 82
==> /design/flow/constraint.sdc <==
current_design dac

set clk_period 2.8
set clk_io_pct 0.2

create_clock -name clk0 -period $clk_period [get_ports {Clk}]

set non_clock_inputs [all_inputs -no_clocks]
set_input_delay [expr $clk_period * $clk_io_pct] -clock clk0 $non_clock_inputs
set_output_delay [expr $clk_period * $clk_io_pct] -clock clk0 [all_outputs]
==> run notes <==
Physical implementation status

The flow ran to the end, and the final reports show no timing, DRC or antenna violations. On the final layout, the worst hold slack is 0.379 ns. Across all setup checks in the final design, the least slack found is 0.814 ns. At the pin with the least slew margin, the transition time is 0.321 ns. The x dimension of the die stands at 82 microns. The worst hold path begins at SigmaLatch[6]. Clock skew on the completed layout was measured at 0.00392 ns. After detailed routing, the total wire length is 838 microns. The script logs the ratio of routed vias to standard cells as 3.02. Looking at the hold checks, the worst path lands on DACout.

The number of H-tree branching levels stands at 1. The number of instances in the placed design stands at 92. The layout has 416 filler cells. The highest clock rate stands at 503 MHz. After synthesis the netlist holds a flip-flop and latch count of 8. Before antenna repair, the detailed router went through 2 iterations. According to the floorplan report, the total die area is 0.00672 sq mm. The smallest clock period supported by the final layout is computed as 1.99 ns. The critical path is of the input pin to register type. In the final report, the number of pins over their slew limit comes to 0. The number of warnings issued by yosys stands at 1. The largest individual stage delay along the critical path comes from the cell sky130_fd_sc_hd__clkdlybuf4s50_1. The share of layout cells above drive strength 1 stands at 18.8%. The number of cells in Yosys stat stands at 37. The timing report notes that buffer and inverter cells on the critical path total 2. The pin count of the biggest net entering global routing stands at 9. Looking at the clock tree report, the root buffer type is sky130_fd_sc_hd__clkbuf_8.

The clock reaches the later pin of the worst-skew pair after 0.23 ns. STA on the placed design reports a worst setup slack of 0.597 ns. TritonCTS built the clock tree.

STA puts the critical path data required time at 2.96 ns. The Yosys chip area stands at 448 sq um. Across all layers, the routed design uses 290 vias.

In this run the core area contains 22 standard-cell rows. STA classifies the critical path endpoint as a register. The worst slew margin relative to its limit stands at 78.6%. During I/O placement, the number of pins put on the boundary was 8. The report gives the cell count of the worst hold path as 0. The global route total overflow stands at 0. The worst register-to-register path begins at SigmaLatch[0]. The path depth of the worst reg2reg path stands at 7. The number of hold-repair buffers added at the cts stage stands at 0.

The DRC violations left stands at 0. After the first detailed-routing iteration, the DRC count stood at 10. In this design, the stage delay of the slowest critical-path cell is 0.46 ns. Counting every sink on the clock net gives 8. The repair_antennas step left the layout with diodes totalling 0.

Setup repair after global routing left no endpoint under its margin. From synthesis to final layout, the design area changed by 39.1%. Summing the sequential cell areas from Yosys gives 45.0% of the chip area. The number of buffers added on ports stands at 7.

The worst-case vdd ir drop stands at 0.179 mV. Clock tree synthesis inserted a total of 3 buffers. The biggest fanout along the worst timing path stands at 3.

The final-layout setup total negative slack stands at 0 ns. The count of maximum capacitance violations stands at 0. The number of standard cells in the layout, taps in and fillers out stands at 96. The number of setup violations in the final report stands at 0.

The remaining antenna violation count stands at 0. The core region area stands at 0.00369 sq mm. The average cell area after synthesis stands at 12.1 sq um.

The floorplan step set the die height to 82 microns. CTS reports a maximum clock tree buffer depth of 2. The initial antenna violation count came to 0. The total global routing track utilization stands at 2.70%. The synthesized netlist handed to floorplanning was reported with a cell count of 37.

STA puts the critical path data arrival time at 2.14 ns. Setup slack on the worst reg-to-reg path comes out at 1.23 ns. The share of the core area taken by cells at floorplan is 12.1%. STA classifies the critical path startpoint as an input pin.

The analysis attributes to cell leakage a power of 0.000267 uW. In this run the power density over the cells is 1060 mW/mm^2. STA reports the tightest min-delay check as being of type register to register. The via count of the first global-routing pass came to 330. The total of cells resized after clock tree synthesis stands at 0. The timing report attributes the biggest portion of critical-path delay to adder cells.

Listed in order, past its start point the critical path passes clkdlybuf4s50_1 > ha_1 > inv_1 > fa_1 > nor2b_4 > o31a_2 > o21ai_2 > nand2b_1. In the final routed layout, each cell accounts on average for 8.73 microns. The first-pass GRT wire length stands at 1410 microns. The final timing report lists a hold violation count of 0.

In the CTS report, the clock slew at the register clock pins of the worst setup and hold paths is listed as 0.04 ns. The number of setup buffers added after CTS stands at 0. The area of the mapped netlist stands at 448 sq um. The distinct cell type count after synthesis stands at 18. OpenROAD reports that the post-layout worst path occupies 70.9% of the period. Looking at the reg2reg group, the worst path ends at SigmaLatch[6]. The global placer's final weighted congestion stands at 0.698. The OpenROAD warning count stands at 25.
==> cell type report <==
cell class	count	area, sq um	share of cell area [%]
clock buffer	4	45.0	7.23
inverter	5	18.8	3.01
multi-input combinational	24	228	36.5
sequential	8	201	32.3
tap	48	60.1	9.64
timing repair buffer	7	70.1	11.2
==> worst register-to-register path, stage by stage (launching register included) <==
cell and delay [ns]:
sky130_fd_sc_hd__dfrtp_1 0.36, sky130_fd_sc_hd__ha_1 0.22, sky130_fd_sc_hd__inv_1 0.08, sky130_fd_sc_hd__fa_1 0.26, sky130_fd_sc_hd__nor2b_4 0.06, sky130_fd_sc_hd__o31a_2 0.30, sky130_fd_sc_hd__o21ai_2 0.12, sky130_fd_sc_hd__nand2b_1 0.07
==> synthesized netlist by cell type (all sizes together) <==
master | instances | share of area [%]
dfrtp | 7 | 39
ha | 6 | 17
inv | 5 | 4.2
a21oi | 3 | 4.2
o21ai | 3 | 4.2
xnor2 | 3 | 5.9
a211oi | 1 | 2.8
a21o | 1 | 1.7
dfstp | 1 | 5.9
fa | 1 | 4.5
nand2b | 1 | 1.4
nor2 | 1 | 0.84
nor2b | 1 | 3.1
o21a | 1 | 1.7
o21bai | 1 | 1.7
o31a | 1 | 2.2
==> per-stage QoR <==
stage               total power [uW]  instance area, sq um  util (%)
CTS                              668                   623      16.9
floorplan                        450                   448         -
global placement                 504                   578      15.7
finish                           660                   623      16.9
detailed placement               518                   578      15.7
global route                     714                   623      16.9
==> metal layers <==
layer | up-vias | GRT usage [%] | wire length [microns]
li1 | 148 | - | -
met1 | 137 | 3.32 | 377
met2 | 5 | 3.92 | 372
met3 | 0 | 1.65 | 88
met4 | 0 | 0.680 | 0
met5 | - | 0 | 0
==> placed cells by master, fill, tap and decap left out, types with 2 or more instances in the layout <==
| cell | count |
|---|---|
| sky130_fd_sc_hd__clkdlybuf4s50_1 | 7 |
| sky130_fd_sc_hd__a21oi_1 | 2 |
| sky130_fd_sc_hd__clkbuf_8 | 3 |
| sky130_fd_sc_hd__ha_1 | 6 |
| sky130_fd_sc_hd__dfrtp_1 | 7 |
| sky130_fd_sc_hd__o21ai_0 | 2 |
| sky130_fd_sc_hd__xnor2_1 | 3 |
| sky130_fd_sc_hd__inv_1 | 5 |
==> sequential cells by signal, indices dropped and copies added, names as in the netlist <==
| register | count |
|---|---|
| SigmaLatch | 7 |
| DACout | 1 |
==> where the power goes <==
group	switching (uW)	total, uW	internal [uW]
clock	44.5	143	98.6
combinational	147	312	166
sequential	20.5	205	184
total	212	660	449
==> worst max path at each step <==
stage | from | to | slack (ns) | cells after the start
6_report | DACin[0] | SigmaLatch[6] | 0.81 | 8
5_1_grt | DACin[0] | SigmaLatch[6] | 0.73 | 8
4_1_cts | DACin[0] | SigmaLatch[6] | 0.82 | 8
==> cells by family after synthesis <==
| kind of cell | after synthesis | synth area share, % |
|---|---|---|
| buffers and inverters | 5 | 4.19 |
| and+or+nand+nor | 3 | 5.31 |
| adders and majority gates | 7 | 21.2 |
| AOI/OAI and AO/OA | 11 | 18.4 |
| DFF | 8 | 45.0 |
| xor gates and xnor gates | 3 | 5.87 |
Power and IR drop assume default switching activity.
